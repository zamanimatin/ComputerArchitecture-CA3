File: /design/flow/run.sh
#!/bin/bash
# OpenROAD 26Q1-2900-gdf79404cd8, Yosys 0.63+post, stock flow scripts
make -C /OpenROAD-flow-scripts/flow DESIGN_CONFIG=/design/flow/config.mk WORK_HOME=/design/flow/orfs finish
File: /design/flow/config.mk
export PLATFORM = sky130hd
export DESIGN_NAME = Controller
export DESIGN_NICKNAME = Controller
export VERILOG_FILES = /design/flow/design.v
export SDC_FILE = /design/flow/constraint.sdc
export NUM_CORES = 4
export LEC_CHECK = 1
export CORE_AREA = 10 10 82 82
export DIE_AREA = 0 0 92 92
File: /design/flow/constraint.sdc
current_design Controller

set clk_period 2.3
set clk_io_pct 0.2

create_clock -name clk0 -period $clk_period [get_ports {clk}]

set non_clock_inputs [all_inputs -no_clocks]
set_input_delay [expr $clk_period * $clk_io_pct] -clock clk0 $non_clock_inputs
set_output_delay [expr $clk_period * $clk_io_pct] -clock clk0 [all_outputs]
File: /design/flow/design.v
`timescale 1ns/1ns
module Controller (input zeroflag, input [31:0]instruction, input clk, rst, output reg PCWrite, PCWriteCond, IorD, MemWrite, MemRead, IRWrite, RegDst, WriteRegSel, MemtoReg, WriteDataSel, RegWrite, ALUSrcA, output reg [1:0]ALUSrcB, PCSrc, output reg [2:0]ALUoperation);
    parameter [3:0] IF = 4'b0000, ID = 4'b0001, JumpComplete = 4'b0010, branchComplete = 4'b0011, RTstart = 4'b0100, RTcomplete = 4'b0101, MemRefStart = 4'b0110, SWcomplete = 4'b0111, LWstart = 4'b1000, LWcomplete = 4'b1001, JumpRcomplete = 4'b1010, JALcomplete = 4'b1011, RTcomplete3 = 4'b1100;
    reg [3:0]ps, ns;
    wire [5:0]functionType, Opcode;
    assign Opcode = instruction[31:26];
    assign functionType = instruction[5:0];
    always @(zeroflag, instruction, ps)begin
        {PCWrite, PCWriteCond, IorD, MemWrite, MemRead, IRWrite, RegDst, WriteRegSel, MemtoReg, WriteDataSel, RegWrite, ALUSrcA} = 12'b0;
        ALUSrcB = 2'b00;
        PCSrc = 2'b00;
        ALUoperation = 3'b000;
        ns = IF;
        case(ps)
            IF : begin
                IorD = 1'b0;
                MemRead = 1'b1;
                IRWrite = 1'b1;
                ALUSrcA = 1'b0;
                ALUSrcB = 2'b01;
                ALUoperation = 3'b010;  
                PCSrc = 2'b00;
                PCWrite = 1'b1;
                ns = ID;
            end
            ID : begin
                ALUSrcA = 1'b0;
                ALUSrcB = 2'b11;
                ALUoperation = 3'b010;  
                case(Opcode)
                    6'b000000 : begin  
                        ns = RTstart;
                    end
                    6'b000010 : begin  
                        ns = JumpComplete;
                    end
                    6'b000011 : begin  
                        ns = JALcomplete;
                    end
                    6'b000100 : begin  
                        ns = branchComplete;
                    end
                    6'b000101 : begin  
                        ns = branchComplete;
                    end
                    6'b001000 : begin  
                        ns = RTstart;
                    end
                    6'b001100 : begin  
                        ns = RTstart;
                    end
                    6'b100011 : begin  
                        ns = MemRefStart;
                    end
                    6'b101011 : begin  
                        ns = MemRefStart;
                    end
                    6'b100000 : begin  
                        ns = JumpRcomplete;
                    end
                endcase
            end
            JumpComplete : begin
                PCSrc = 2'b01;
                PCWrite = 1'b1;
                ns = IF;
            end
            branchComplete : begin
                ALUSrcA = 1'b1;
                ALUSrcB = 2'b00;
                ALUoperation = 3'b110;  
                PCWriteCond = 1'b1;
                PCSrc = 2'b10;
                ns = IF;
            end
            RTstart : begin
                case(Opcode)
                    6'b000000 : begin  
                        ALUSrcA = 1'b1;
                        ALUSrcB = 2'b00;
                        ns = RTcomplete3;
                        case(functionType)
                            6'b100000 : begin  
                                ALUoperation = 3'b010;
                            end
                            6'b100010 : begin  
                                ALUoperation = 3'b110;
                            end
                            6'b100100 : begin  
                                ALUoperation = 3'b000;
                            end
                            6'b100101 : begin  
                                ALUoperation = 3'b001;
                            end
                            6'b101010 : begin  
                                ALUoperation = 3'b111;
                            end
                        endcase
                    end
                    6'b001000 : begin  
                        ALUSrcA = 1'b1;
                        ALUSrcB = 2'b10;
                        ALUoperation = 3'b010;
                        ns = RTcomplete;
                    end
                    6'b001100 : begin  
                        ALUSrcA = 1'b1;
                        ALUSrcB = 2'b10;
                        ALUoperation = 3'b000;
                        ns = RTcomplete;
                    end
                endcase
            end
            RTcomplete : begin
                RegDst = 1'b0;
                WriteRegSel = 1'b0;
                MemtoReg = 1'b0;
                WriteDataSel = 1'b0;
                RegWrite = 1'b1;
                ns = IF;
            end
            RTcomplete3 : begin
                RegDst = 1'b1;
                WriteRegSel = 1'b0;
                MemtoReg = 1'b0;
                WriteDataSel = 1'b0;
                RegWrite = 1'b1;
                ns = IF;
            end
            MemRefStart : begin
                ALUSrcA = 1'b1;
                ALUSrcB = 2'b10;
                ALUoperation = 3'b010;  
                case(Opcode)
                    6'b100011 : begin  
                        ns = LWstart;
                    end
                    6'b101011 : begin  
                        ns = SWcomplete;
                    end
                endcase
            end
            SWcomplete : begin
                IorD = 1'b1;
                MemWrite = 1'b1;
                ns = IF;
            end
            LWstart : begin
                IorD = 1'b1;
                MemRead = 1'b1;
                ns = LWcomplete;
            end
            LWcomplete : begin
                RegDst = 1'b0;
                WriteRegSel = 1'b0;
                MemtoReg = 1'b1;
                WriteDataSel = 1'b0;
                RegWrite = 1'b1;
                ns = IF;
            end
            JumpRcomplete : begin
                PCSrc = 2'b11;
                PCWrite = 1'b1;
                ns = IF;
            end
            JALcomplete : begin
                WriteRegSel = 1'b1;
                WriteDataSel = 1'b1;
                RegWrite = 1'b1;
                PCSrc = 1'b1;
                PCWrite = 1'b1;
                ns = IF;
            end
            default : ns = IF;
        endcase
    end
    always @(posedge clk, posedge rst)begin
        if(rst)
            ps <= IF;
        else 
            ps <= ns;
    end
endmodule
==> Flow_metrics.wiki <==
=== Synthesis and place and route ===
{| class="wikitable"
! Metric !! Value
|-
| Via count of the first global-routing pass || slightly above 700
|-
| Run status || finished, final reports clean
|-
| Inserted Clock Buffers || 3
|-
| Fin worst setup slack || 0.04729 ns
|-
| Cell Area, Synth || 659.4 um2
|-
| Antenna violations before repair || 0
|-
| Remaining antenna violation count || 0
|-
| Die width || 92 um
|-
| Count of buffers from port buffering || 32
|-
| Worst rel slew slack || 68.92%
|-
| Total global routing overflow || 0
|-
| Largest net degree at the start of global routing || 14
|-
| Area reported by Yosys stat || about 660 um2
|-
| Placeable core region || approximately 0.005 mm2
|-
| Data arrival, critical path || ~1.8 ns
|-
| PwrDens || 542.3 mW/mm2
|-
| Number of H-tree levels || 1
|-
| Clock input transition at the sequential cells of the worst setup and hold paths || 0.05 ns
|-
| Total routed wirelength || 2.122 mm
|-
| Placer congestion estimate || between 0.8 and 0.9
|-
| Die outline area || 0.008464 mm2
|-
| Ratio of final minimum period to clock period || 97.94%
|-
| Yosys warning count || 1
|-
| Synthesized area per cell || 10.14 um2
|-
| Part of the power in combinational logic || between 20 and 30%
|-
| FA/HA/MAJ Cells, Area Fraction || 0%
|-
| Total of endpoints with negative setup slack in the final report || 0
|-
| Count of antenna diodes in the layout || 0
|-
| Yosys reg bits || 13
|-
| 1st-iter DRT viols || 36
|-
| Cell Area, Placed || roughly 0.0011 mm2
|-
| First-pass detailed-route iteration total || 3
|-
| Total track usage || just under 5%
|-
| Slew Limit Fails || 0
|-
| Fmax || 0.4439 GHz
|-
| CP endpoint kind || output pin
|-
| Basic Gates by Area || between 30% and 40%
|-
| Worst hold path type || flop to flop
|-
| Clock latency on the worst-skew pair || 0.24 ns
|-
| Switching power share of the total || 23.59%
|-
| Worst setup timing slack at the placement stage || -0.4046 ns
|-
| Leading registers by flop count || ps: 13 flops
|-
| Required @ worst endpoint || 1.84 ns
|-
| Clock power share || 29.2%
|-
| Number of violations of the max-capacitance limit || 0
|-
| Final Skew || roughly 0.0055 ns
|-
| HPWL Detailed || 1.786 mm
|-
| Post-layout utilization of the core || 24.36%
|-
| Internal power || 0.5123 mW
|-
| Fin crit period || 2.253 ns
|-
| Pleak || about 0.60 nW
|-
| Row count || 26
|-
| Area grow syn2layout || 87.48%
|-
| Largest logic family || simple AND/OR/NAND/NOR gates
|-
| Finished layout cell area || 0.001236 mm2
|-
| Global-route wire length before repair || approximately 3.5 mm
|-
| Worst setup SP type || flop
|-
| Max Buffers Root-to-Sink || 2
|-
| Pre-Place Util || 12.99%
|-
| Number of flip-flops under the largest register name || 13
|-
| Ports placed on the boundary || roughly 54
|-
| Post-synth mux share || 0%
|-
| Vias per cell || 3.641
|-
| Average wire length per cell after detail routing || between 10 and 15 um
|-
| Clock sink total || 13
|-
| Compound-Gate Fraction of Synth Area || 7.590%
|-
| Category of the critical setup timing path || flop to output pin
|-
| Die H || 92 um
|-
| Number of instances in the synthesized netlist || 65
|-
| # Cells Yosys || between 60 and 70
|-
| Slew at the pin closest to its max-slew limit || 0.4656 ns
|-
| Design Power || 0.6704 mW
|-
| Post-route setup TNS || 0 ns
|-
| Final hold violation count || 0
|-
| Unrepaired setup endpoints after global routing || false
|-
| Number of filler instances in the final layout || about 570
|-
| Number of warning messages in the logs || 46
|-
| Fraction of layout cells with a size suffix above 1 || 31.58%
|-
| Vias || 670
|-
| Maximum VDD drop || 0.1742 mV
|-
| Register share after synthesis || 49.53%
|-
| R2r setup slk || 0.84 ns
|-
| TritonCTS clock tree || done
|-
| Relative contribution of sequential cells to total power || 41.0%
|-
| Tally of unique sky130hd cells used after synthesis || 28
|-
| Most flop-heavy register || ps
|-
| Clock root buffer || sky130_fd_sc_hd__clkbuf_8
|-
| Largest fanout on the critical path || 2
|-
| # DRC || 0
|-
| Sw power || 0.1582 mW
|-
| Cts-stage hold buffer count || 0
|-
| Area share of xor/xnor cells in the synthesized design || 0%
|}
==> final timing paths <==
kind / from / cells after the start / endpoint
min reg2reg: ps[1] / 0 / ps[8]
max: ps[4] / 3 / PCWrite
min: ps[1] / 0 / ps[8]
max reg2reg: ps[11] / 4 / ps[0]
min in group asynchronous: rst / 2 / ps[3]
max in group asynchronous: rst / 2 / ps[0]
==> power groups by stage <==
stage / clock, mW / sequential, mW / combinational, mW
CTS: 0.199 / 0.276 / 0.211
global route: 0.213 / 0.281 / 0.223
finish: 0.196 / 0.275 / 0.200
==> timing repair <==
action,CTS,global route
setup endpoints to repair,5,5
buffers inserted,2,1
hold endpoints to repair,0,0
resized,20,8
pin swaps,5,2
==> cells in the final DEF (no fill, tap or decap), types with 2 or more instances in the layout <==
master                            synthesis  layout
sky130_fd_sc_hd__clkdlybuf4s50_1          0      20
sky130_fd_sc_hd__buf_4                    1      12
sky130_fd_sc_hd__dfrtp_1                 12      12
sky130_fd_sc_hd__dlygate4sd2_1            0       7
sky130_fd_sc_hd__or2_2                    5       5
sky130_fd_sc_hd__nor2_1                   5       5
sky130_fd_sc_hd__inv_1                    4       4
sky130_fd_sc_hd__nand3_1                  4       3
sky130_fd_sc_hd__nor3_1                   3       3
sky130_fd_sc_hd__and3_1                   4       3
sky130_fd_sc_hd__clkbuf_8                 0       3
sky130_fd_sc_hd__clkbuf_2                 0       3
sky130_fd_sc_hd__nand2b_1                 2       2
sky130_fd_sc_hd__o21ai_0                  2       2
sky130_fd_sc_hd__nor3b_1                  3       2
sky130_fd_sc_hd__and2_1                   2       2
sky130_fd_sc_hd__dlymetal6s2s_1           0       2
sky130_fd_sc_hd__buf_6                    0       2
==> per-layer routing <==
metal / share of wire, % / vias to the layer above / routed length [um] / global-route usage [%]
li1: - / 334 / - / -
met1: 45 / 318 / 960 / 6.673
met2: 49 / 16 / 1040 / 7.882
met3: 4.1 / 2 / 86 / 0.9885
met4: 1.6 / 0 / 34 / 1.028
met5: 0 / - / 0 / 0
==> metrics by stage <==
stage,hold slack [ns],instances
3_3_place_gp,0.4135,177
2_1_floorplan,0.3362,65
5_1_grt,0.4268,184
6_report,0.4047,184
3_5_place_dp,0.4047,177
4_1_cts,0.4159,183
==> final cells by class <==
cell class,count,area [um2],area share (%)
Timing Repair Buffer,46,414.1,33.50
Multi-Input combinational cell,47,347.8,28.14
Sequential cell,13,326.6,26.42
Tap cell,70,87.58,7.085
Clock buffer,4,45.04,3.644
Inverter,4,15.01,1.215
==> logic make-up after synthesis <==
group	after synthesis
compound gates	7
flops	13
simple gates	40
buf+inv	5
==> worst max-delay path: stages, from the launching register on <==
cell	delay, ns
sky130_fd_sc_hd__dfrtp_1	0.39
sky130_fd_sc_hd__or3_2	0.48
sky130_fd_sc_hd__or2_2	0.28
sky130_fd_sc_hd__clkdlybuf4s50_1	0.41
==> cell usage after synthesis <==
cell type                   number  area, um2
sky130_fd_sc_hd__nor3_4          1      16.27
sky130_fd_sc_hd__nor4bb_1        1      10.01
sky130_fd_sc_hd__nand4b_1        1      8.760
sky130_fd_sc_hd__nor4_2          1      12.51
sky130_fd_sc_hd__or3_2           1      7.510
sky130_fd_sc_hd__nor3b_1         3      22.52
sky130_fd_sc_hd__or3_1           1      6.260
sky130_fd_sc_hd__or4_4           1      11.26
sky130_fd_sc_hd__nor2b_1         3      18.77
sky130_fd_sc_hd__o21bai_1        1      7.510
sky130_fd_sc_hd__a211o_1         1      8.760
sky130_fd_sc_hd__nand2b_1        2      12.51
sky130_fd_sc_hd__dfrtp_1        12      300.3
sky130_fd_sc_hd__or2_2           5      31.28
sky130_fd_sc_hd__buf_4           1      7.510
sky130_fd_sc_hd__nand3b_1        1      7.510
sky130_fd_sc_hd__a31oi_1         1      6.260
sky130_fd_sc_hd__o221ai_1        1      8.760
sky130_fd_sc_hd__and3_1          4      25.02
sky130_fd_sc_hd__nor3_1          3      15.01
sky130_fd_sc_hd__o2111ai_1       1      8.760
sky130_fd_sc_hd__nand2_1         1      3.750
sky130_fd_sc_hd__nand3_1         4      20.02
sky130_fd_sc_hd__o21ai_0         2      10.01
sky130_fd_sc_hd__and2_1          2      12.51
sky130_fd_sc_hd__nor2_1          5      18.77
sky130_fd_sc_hd__inv_1           4      15.01
sky130_fd_sc_hd__dfstp_2         1      26.28
No activity file was given, so power comes from the tool's default toggle rates.
